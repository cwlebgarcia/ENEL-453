**flow/run.sh**
```bash
#!/bin/bash
# OpenROAD 26Q1-2900-gdf79404cd8, Yosys 0.63+post, stock flow scripts
make -C /OpenROAD-flow-scripts/flow DESIGN_CONFIG=/design/flow/config.mk WORK_HOME=/design/flow/orfs finish
```
**flow/config.mk**
```make
export PLATFORM = sky130hd
export DESIGN_NAME = averager
export DESIGN_NICKNAME = averager
export VERILOG_FILES = /design/flow/design.v
export SDC_FILE = /design/flow/constraint.sdc
export NUM_CORES = 4
export LEC_CHECK = 1
export CORE_UTILIZATION = 30
```
**flow/constraint.sdc**
```tcl
current_design averager

set clk_period 6.7
set clk_io_pct 0.2

create_clock -name clk0 -period $clk_period [get_ports {clk}]

set non_clock_inputs [all_inputs -no_clocks]
set_input_delay [expr $clk_period * $clk_io_pct] -clock clk0 $non_clock_inputs
set_output_delay [expr $clk_period * $clk_io_pct] -clock clk0 [all_outputs]
```
**flow/design.v**
```verilog
module averager
    #(parameter int
        power = 8,  
        N = 12)     
    (
        input logic clk,
        reset,
        EN,
        input logic [N-1:0] Din,    
        output logic [N-1:0] Q      
    );
    logic [N-1:0] REG_ARRAY [2**power:1];
    logic [power+N-1:0] sum;
    assign Q = sum[power+N-1:power];
    always_ff @(posedge clk) begin
        if (reset) begin
            sum <= 0;
            for (int j = 1; j <= 2**power; j++) begin
                REG_ARRAY[j] <= 0;
            end
        end
        else if (EN) begin
            sum <= sum + Din - REG_ARRAY[2**power];
            for (int j = 2**power; j > 1; j--) begin
                REG_ARRAY[j] <= REG_ARRAY[j-1];
            end
            REG_ARRAY[1] <= Din;
        end
    end
endmodule
```
==> impl_results.html <==
<h2>Synthesis and place &amp; route</h2>
<table>
<tr><th>Metric</th><th>Value</th></tr>
<tr><th colspan="2">Run status</th></tr>
<tr><td>Run status</td><td>complete, no violations</td></tr>
<tr><th colspan="2">Clock tree</th></tr>
<tr><td>Clk slew on worst S/H paths</td><td>60 ps</td></tr>
<tr><td>Number of buffers added for setup after CTS</td><td>0</td></tr>
<tr><td>Post-cts gate resize count</td><td>0</td></tr>
<tr><td>CTS tree</td><td>built</td></tr>
<tr><td>CTS sink count</td><td>3092</td></tr>
<tr><td>Number of levels in the clock H-tree</td><td>5</td></tr>
<tr><td>Number of buffers inserted during clock tree synthesis</td><td>314</td></tr>
<tr><td>Number of hold buffers added after cts</td><td>0</td></tr>
<tr><td>Clock latency at the later pin of the worst-skew pair</td><td>830 ps</td></tr>
<tr><td>Number of buffers between clock root and the deepest sink</td><td>4</td></tr>
<tr><td>Cell at the root of the clock tree</td><td>sky130_fd_sc_hd__clkbuf_16</td></tr>
<tr><th colspan="2">Floorplanning</th></tr>
<tr><td>Floorplan core area</td><td>0.360 sq mm</td></tr>
<tr><td>DIE HEIGHT</td><td>605 um</td></tr>
<tr><td>Io pins</td><td>27</td></tr>
<tr><td>Pre-Place Util</td><td>30.2%</td></tr>
<tr><td>Die width</td><td>605 um</td></tr>
<tr><td>Die Outline Area</td><td>0.366 sq mm</td></tr>
<tr><td>Standard-cell row count</td><td>220</td></tr>
<tr><th colspan="2">GRT</th></tr>
<tr><td>Number of global-route vias before repair</td><td>59600</td></tr>
<tr><td>Total overflow reported by the global router</td><td>0</td></tr>
<tr><td>Wire length of the first global-routing pass</td><td>270 mm</td></tr>
<tr><td>Maximum number of pins on one net before global-route repair</td><td>170</td></tr>
<tr><td>Antenna violations before repair</td><td>1</td></tr>
<tr><td>Overall track demand over capacity in global routing</td><td>8.39%</td></tr>
<tr><th colspan="2">Detailed routing</th></tr>
<tr><td>Remaining number of nets flagged by the antenna check after routing</td><td>0</td></tr>
<tr><td>1st-iter DRT viols</td><td>3138</td></tr>
<tr><td>Vias</td><td>62700</td></tr>
<tr><td>Wire length per cell</td><td>10.1 um</td></tr>
<tr><td>Total length of routed wires</td><td>151 mm</td></tr>
<tr><td>Via density per instance</td><td>4.21</td></tr>
<tr><td>Residual DRC</td><td>0</td></tr>
<tr><td>Number of detailed-route iterations in the first pass</td><td>6</td></tr>
<tr><th colspan="2">Logic synthesis</th></tr>
<tr><td>Avg Synthesized Cell Area</td><td>10.7 sq um</td></tr>
<tr><td>Number of synthesized register bits</td><td>3092</td></tr>
<tr><td>Sequential cell area fraction in the yosys report</td><td>56.8%</td></tr>
<tr><td>Async S/R FF share, synth</td><td>0%</td></tr>
<tr><td>Cell Area, Synth</td><td>0.109 sq mm</td></tr>
<tr><td>Number of library cell types mapped by synthesis</td><td>48</td></tr>
<tr><td>Chip Area, Yosys</td><td>0.109 sq mm</td></tr>
<tr><td>Number of enable-type register cells in the synthesized netlist</td><td>0</td></tr>
<tr><td>Post-synth top flop</td><td>sky130_fd_sc_hd__dfxtp_1</td></tr>
<tr><td>Yosys warns</td><td>2</td></tr>
<tr><td>Mapped Cells</td><td>10200</td></tr>
<tr><td>Yosys cell count</td><td>10200</td></tr>
<tr><th colspan="2">Pwr</th></tr>
<tr><td>Final total power</td><td>37700 uW</td></tr>
<tr><td>Leakage power of the design</td><td>0.0538 uW</td></tr>
<tr><td>PD cells</td><td>305 mW/mm^2</td></tr>
<tr><td>Maximum ir drop on the vdd rail</td><td>0.000197 V</td></tr>
<tr><th colspan="2">Critical path</th></tr>
<tr><td>Cell with the largest stage delay on the worst path</td><td>sky130_fd_sc_hd__fa_1</td></tr>
<tr><td>Largest fanout on the critical path</td><td>4</td></tr>
<tr><td>Cell Chain, Critical Path</td><td>clkdlybuf4s50_1 &gt; inv_1 &gt; fa_1 &gt; inv_1 &gt; fa_1 &gt; a21o_1 &gt; a221o_1 &gt; a31oi_2 &gt; a21oi_2 &gt; or3_1 &gt; nand3_1 &gt; a21oi_1</td></tr>
<tr><td>Worst R2R Start</td><td>sum[1]</td></tr>
<tr><td>Worst reg2reg endpoint</td><td>sum[16]</td></tr>
<tr><td>Arrival time of data at the critical path endpoint</td><td>4470 ps</td></tr>
<tr><td>Startpoint type of the worst setup path</td><td>primary input</td></tr>
<tr><td>Type of the worst setup path</td><td>primary input to flip-flop</td></tr>
<tr><td>Cell count of the worst reg-to-reg path</td><td>11</td></tr>
<tr><td>Critical Path End Type</td><td>flip-flop</td></tr>
<tr><td>Cell family with most CP delay</td><td>AND-OR/OR-AND gates</td></tr>
<tr><td>Number of buffers and inverters on the critical path</td><td>3</td></tr>
<tr><td>Data required time of the worst path</td><td>7390 ps</td></tr>
<tr><td>Crit path largest cell delay</td><td>530 ps</td></tr>
<tr><td>Register-to-Register Setup Slack</td><td>3690 ps</td></tr>
<tr><th colspan="2">Final layout</th></tr>
<tr><td>Dominant logic cell types in the final layout</td><td>sky130_fd_sc_hd__nor2_1 (3096), sky130_fd_sc_hd__dfxtp_1 (3092), sky130_fd_sc_hd__mux2i_1 (3085)</td></tr>
<tr><td>Dominant logic cell type in the layout</td><td>sky130_fd_sc_hd__nor2_1</td></tr>
<tr><td>Logic cell area</td><td>0.0437 sq mm</td></tr>
<tr><td>Fin util</td><td>34.3%</td></tr>
<tr><td>Number of fill cells</td><td>35400</td></tr>
<tr><td>Area Growth Syn to Fin</td><td>13.5%</td></tr>
<tr><td>Final non-filler cell area</td><td>0.124 sq mm</td></tr>
<tr><td>Sequential cell area</td><td>0.0619 sq mm</td></tr>
<tr><td>Layout cells sized above 1</td><td>5.70%</td></tr>
<tr><th colspan="2">Placement</th></tr>
<tr><td>Detailed Place HPWL</td><td>77.5 mm</td></tr>
<tr><td>Cell area after placement</td><td>0.113 sq mm</td></tr>
<tr><td>Global placement routability congestion</td><td>0.758</td></tr>
<tr><td>Count of input and output buffers</td><td>26</td></tr>
<tr><th colspan="2">Timing</th></tr>
<tr><td>Final worst path period need</td><td>3780 ps</td></tr>
<tr><td>Worst slew slack as a fraction of its limit</td><td>47.5%</td></tr>
<tr><td>Total Neg Setup Slack</td><td>0 ps</td></tr>
<tr><td>Largest clock skew in the final design</td><td>33.8 ps</td></tr>
<tr><td>Highest Clock Rate</td><td>265 MHz</td></tr>
<tr><td>Final Cycle Share</td><td>56.4%</td></tr>
<tr><td>Final tally of max-slew violations</td><td>0</td></tr>
<tr><td>Worst hold slack</td><td>464 ps</td></tr>
<tr><td>Final count of negative-setup-slack endpoints</td><td>0</td></tr>
<tr><td>RSZ-0062 raised after global routing</td><td>false</td></tr>
<tr><td>Worst-margin pin slew</td><td>788 ps</td></tr>
<tr><td>Final Hold Violation Tally</td><td>0</td></tr>
<tr><th colspan="2">Min path</th></tr>
<tr><td>Endpoint, Worst Hold</td><td>REG_ARRAY[171][8]</td></tr>
<tr><td>Worst hold path startpoint</td><td>REG_ARRAY[170][8]</td></tr>
<tr><td>Depth of the worst hold-timing path</td><td>2</td></tr>
<tr><td>Worst Hold Class</td><td>flip-flop to flip-flop</td></tr>
<tr><th colspan="2">Run</th></tr>
<tr><td>Max-capacitance violation count</td><td>0</td></tr>
<tr><td>Total tool warning count</td><td>64</td></tr>
</table>
[tightest hold or removal path, delay by kind of cell (launching register included)]
family	cells	cell delay, ps
flip-flops	1	320
AND/OR/NAND/NOR	1	70
multiplexers	1	70
[layer usage]
layer / routed length (um) / global-route usage [%]
met1: 78500 / 12.3
met2: 62900 / 12.9
met3: 5050 / 1.54
met4: 4740 / 2.42
met5: 0 / 0
[power breakdown]
| group | switching [uW] | internal, uW | total (uW) |
|---|---|---|---|
| combinational | 1160 | 804 | 1970 |
| sequential | 50.0 | 18400 | 18500 |
| clock | 6940 | 10300 | 17300 |
[logic make-up after synthesis]
kind of cell    synth area share [%]
flops                           56.8
xor+xnor                       0.121
fa+ha+maj                      0.450
simple gates                    10.8
buf+inv                         3.05
mux                             28.3
compound gates                 0.381
[stage by stage]
stage	std cells	worst slack (ps)
2_1_floorplan	10200	2870
3_3_place_gp	14400	2060
3_5_place_dp	14400	2100
4_1_cts	14900	3020
5_1_grt	14900	2850
6_report	14900	2920
[sequential cells by signal, indices dropped and copies added, names as in the netlist]
signal	flops
REG_ARRAY	3072
sum	20
[worst max-delay path by stage]
stage          start  slack, ps      end  depth (start not counted)
finish        Din[1]       2920  sum[16]                         12
global route  Din[1]       2850  sum[16]                         12
CTS           Din[1]       3020  sum[16]                         12
[final cells by class]
class,count,area share (%)
sequential,3092,50.1
multi-input combinational,6329,35.4
inverter,57,0.173
antenna,2,0.00405
clock inverter,91,0.838
tap,4773,4.83
clock buffer,464,7.52
timing repair buffer,109,1.22
[Yosys cell counts, drive strengths merged (3+ instances only)]
cell type	instances	area [sq um]
a211oi	4	30.0
a21o	9	70.1
a21oi	20	108
and3	3	21.3
buf	328	1690
clkbuf	376	1420
dfxtp	3092	61900
fa	12	240
ha	20	250
inv	57	214
mux2i	3085	30900
nand2	17	63.8
nand3	5	25.0
nand4	3	18.8
nor2	3096	11600
nor3	4	20.0
o21ai	10	50.1
o21bai	3	22.5
or3	3	18.8
xnor2	9	78.8
xor2	6	52.6
Power is estimated from default activity; no workload was simulated.
