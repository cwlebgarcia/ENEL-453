==> flow/design.v <==
module switch_logic (
    input  logic [15:0] switches_inputs,
    output logic [15:0] switches_outputs 
);
    assign switches_outputs[15:8] = ~switches_inputs[15:8]; 
    assign switches_outputs[7:1]  = switches_inputs[7:1];
    assign switches_outputs[0]    = switches_inputs[1] & switches_inputs[0]; 
endmodule
module lab_1b_top_level (
    input  logic [15:0] switches_inputs,  
    output logic [15:0] led,  
    input  logic        clk,
    input  logic        reset,
    output logic        CA, CB, CC, CD, CE, CF, CG, DP,
    output logic        AN1, AN2, AN3, AN4
);
    logic [15:0] switches_outputs;
    switch_logic SWITCHES (
         .switches_inputs(switches_inputs),
         .switches_outputs(switches_outputs)
    );
    seven_segment_display_subsystem SEVEN_SEG(
        .clk(clk),
        .reset(reset),
        .sec_dig1(switches_outputs[3:0]),
        .sec_dig2(switches_outputs[7:4]),
        .min_dig1(switches_outputs[11:8]),
        .min_dig2(switches_outputs[15:12]),
        .CA(CA), .CB(CB), .CC(CC), .CD(CD), .CE(CE), .CF(CF), .CG(CG),
        .DP(DP),
        .AN1(AN1), .AN2(AN2), .AN3(AN3), .AN4(AN4)
    );
    assign led = switches_outputs;
endmodule
module digit_multiplexor (
    input  logic [3:0] sec_dig1,
    input  logic [3:0] sec_dig2,
    input  logic [3:0] min_dig1,
    input  logic [3:0] min_dig2,
    input  logic [3:0] selector,
    input  logic [3:0] decimal_point, 
    output logic [3:0] time_digit,
    output logic       dp_in
);
    always_comb begin
        case (selector)
            4'b0001: time_digit = sec_dig1;    
            4'b0010: time_digit = sec_dig2;    
            4'b0100: time_digit = min_dig1;    
            4'b1000: time_digit = min_dig2;    
            default: time_digit = 4'b0000;     
        endcase
    end
    always_comb begin
        case (selector)
            4'b0001: dp_in = decimal_point[0];    
            4'b0010: dp_in = decimal_point[1];    
            4'b0100: dp_in = decimal_point[2];    
            4'b1000: dp_in = decimal_point[3];    
            default: dp_in = 0;     
        endcase
    end
endmodule
module seven_segment_decoder (
    output logic       CA,
    output logic       CB,
    output logic       CC,
    output logic       CD,
    output logic       CE,
    output logic       CF,
    output logic       CG,
    output logic       DP,
    input  logic       dp_in,
    input  logic [3:0] data
);
    logic [6:0] decoded_bits;
    always_comb begin
        case (data)                  
            4'b0000: decoded_bits = 7'b1111110;  
            4'b0001: decoded_bits = 7'b0110000;  
            4'b0010: decoded_bits = 7'b1101101;  
            4'b0011: decoded_bits = 7'b1111001;  
            4'b0100: decoded_bits = 7'b0110011;  
            4'b0101: decoded_bits = 7'b1011011;  
            4'b0110: decoded_bits = 7'b1011111;  
            4'b0111: decoded_bits = 7'b1110000;  
            4'b1000: decoded_bits = 7'b1111111;  
            4'b1001: decoded_bits = 7'b1111011;  
            4'b1010: decoded_bits = 7'b1110111;  
            4'b1011: decoded_bits = 7'b1111111;  
            4'b1100: decoded_bits = 7'b1001110;  
            4'b1101: decoded_bits = 7'b1111110;  
            4'b1110: decoded_bits = 7'b1001111;  
            4'b1111: decoded_bits = 7'b1000111;  
            default: decoded_bits = 7'b0000000;  
        endcase                      
    end                              
    assign DP = ~dp_in;  
    assign CA = ~decoded_bits[6];
    assign CB = ~decoded_bits[5];
    assign CC = ~decoded_bits[4];
    assign CD = ~decoded_bits[3];
    assign CE = ~decoded_bits[2];
    assign CF = ~decoded_bits[1];
    assign CG = ~decoded_bits[0];
endmodule
module seven_segment_digit_selector (
    input logic        clk,
    input logic        reset,
    output logic [3:0] digit_select,
    output logic [3:0] an_outputs
);
    logic [3:0] d, q;
    logic [16:0] count;
    always_ff @(posedge clk) begin
        if (reset) begin
            count <= 17'b0;
        end else begin
            count <= count + 1;
        end
    end
    always_ff @(posedge clk) begin
        if (reset) begin
            q <= 4'b1111;
        end else if (count == 17'b0) begin
            if (q[0] && q[1]) begin
                q <= 4'b1000;
            end else begin
                q <= d;
            end
        end
    end
    assign d[0] = q[3];
    assign d[1] = q[0];
    assign d[2] = q[1];
    assign d[3] = q[2];
    assign digit_select = q;
    assign an_outputs = ~q;
endmodule
module seven_segment_display_subsystem (
    input  logic        clk,
    input  logic        reset,
    input  logic [3:0]  sec_dig1,  
    input  logic [3:0]  sec_dig2,  
    input  logic [3:0]  min_dig1,  
    input  logic [3:0]  min_dig2,  
    input  logic [3:0] decimal_point, 
    output logic        CA, CB, CC, CD, CE, CF, CG, DP,  
    output logic        AN1, AN2, AN3, AN4  
);
    logic [3:0] digit_to_display;
    logic [3:0] digit_select;
    logic [3:0] an_outputs;
    logic       in_DP, out_DP;
    digit_multiplexor DIGIT_MUX (
        .sec_dig1(  sec_dig1),   
        .sec_dig2(  sec_dig2),   
        .min_dig1(  min_dig1),   
        .min_dig2(  min_dig2),   
        .selector(  digit_select),  
        .decimal_point(decimal_point),
        .time_digit(digit_to_display),   
        .dp_in(in_DP)  
    );
    seven_segment_digit_selector DIGIT_SELECTOR (
        .clk(         clk),          
        .reset(       reset),        
        .digit_select(digit_select),  
        .an_outputs(  an_outputs)    
    );
    seven_segment_decoder SEG_DECODER (
        .data( digit_to_display),  
        .dp_in( in_DP),            
        .CA( CA), .CB( CB), .CC( CC), .CD( CD), .CE( CE), .CF( CF), .CG( CG),  
        .DP( out_DP)               
    );
    assign AN1 = an_outputs[0];
    assign AN2 = an_outputs[1];
    assign AN3 = an_outputs[2];
    assign AN4 = an_outputs[3];
    assign DP = out_DP;   
endmodule
==> flow/run.sh <==
#!/bin/bash
# OpenROAD 26Q1-2900-gdf79404cd8, Yosys 0.63+post, stock flow scripts
make -C /OpenROAD-flow-scripts/flow DESIGN_CONFIG=/design/flow/config.mk WORK_HOME=/design/flow/orfs finish
==> flow/config.mk <==
export PLATFORM = sky130hd
export DESIGN_NAME = lab_1b_top_level
export DESIGN_NICKNAME = lab_1b_top_level
export VERILOG_FILES = /design/flow/design.v
export SDC_FILE = /design/flow/constraint.sdc
export NUM_CORES = 4
export LEC_CHECK = 1
export CORE_AREA = 10 10 113 113
export DIE_AREA = 0 0 123 123
==> flow/constraint.sdc <==
current_design lab_1b_top_level

set clk_period 2.8
set clk_io_pct 0.2

create_clock -name clk0 -period $clk_period [get_ports {clk}]

set non_clock_inputs [all_inputs -no_clocks]
set_input_delay [expr $clk_period * $clk_io_pct] -clock clk0 $non_clock_inputs
set_output_delay [expr $clk_period * $clk_io_pct] -clock clk0 [all_outputs]
==> results.txt <==
flow finished, numbers: Yosys Warn Count 7, DIE AREA 15100 um2, Reg-to-Reg Start SEVEN_SEG.DIGIT_SELECTOR.count[0], fmax 0.370 GHz, Yosys Instances 169, CTS tree done, Synth top cells by count dfxtp_1, nor2_1, inv_1, nand2_1, xor2_1, Setup WS pre-CTS -0.431 ns, Critical Path RT 2.24 ns, CP dominant cell by count dlygate4sd2_1, status completed, Hold Startpoint SEVEN_SEG.DIGIT_SELECTOR.count[0], Distinct cells, synth 39, initial antenna violation count 0, Post-Syn Instances 169, Top cells by area dfxtp_1, ha_1, xor2_1, nor2_1, inv_1, Final Hold Fails 0, startpoint types primary input, Worst Hold Endpoint SEVEN_SEG.DIGIT_SELECTOR.count[0], Max-slew headroom 47.9%, CP Launch Point switches_inputs[8], layout filler cell count 1113, DRT iter0 DRCs 50, Post-CTS Hold Fix Bufs 0, clock slew at reported path FFs 0.07 ns, Initial Utilization 13.6%, crit path cell chain dlygate4sd2_1 > o22ai_4 > a21oi_2 > o21a_1 > buf_4 > ha_1 > inv_1 > nor2_1 > o31ai_1 > dlygate4sd2_1, Clk Latency, worst-skew pair 0.26 ns, # diodes 0, Crit Path Category primary input to output port, RSZ-0062 raised after global routing yes, clock sink total 21, number of flops mapped to enable cells by yosys 0, core area 10300 um2, Post-DRT Antenna Nets 0, reg2reg setup slack 0.87 ns, Final Wtd Congestion 0.836, leakage 0.987 nW, OpenROAD warning count 33, Post-synth top flop dfxtp_1, Final Core Density 21.8%, Area leader share 29.9%, CTS Root Cell clkbuf_8, CP Max Fanout 3, GR Util All Layers 4.83%, DIE WIDTH 123 um, Hold Crit Class flip-flop to flip-flop, Synthesized registers 21, DR vias/cell 3.69, Crit-path slowest cell dlygate4sd2_1, Synth Cell Area 1410 um2, die height 123 um, max_cap viols 0, port bufs 44, syn_area_per_cell 8.31 um2, first-pass GRT wire length 6120 um, post-layout period usage 96.6%, min Tclk post-route 2.70 ns, capturing element type of the critical path output port, Setup Viol. Count Final 0, Hold Crit Depth 1, Slowest Stage Delay on Critical Path 0.27 ns, hold_ws 0.462 ns, Max Root-Sink Buffers 2, Clock Skews 0.00500 ns, Post-synth seq share 29.9%, reg2reg end SEVEN_SEG.DIGIT_SELECTOR.q[3], r2r worst-path depth 7, layout cell share with drive strength beyond 1 23.8%, H-tree depth 1, Async SR Flop Fraction 0%, Routed WL per cell 10.7 um, Slew Limit Fails 0, TritonCTS Buffers 3, largest net degree at the start of global routing 14, total gr overflow 0, Critical Path AT 2.14 ns, I/O pins 46, yosys stat area 1410 um2, count leader, synth dfxtp_1, DR vias 1356, DRC viols 0, row cnt 37, drt pass-1 iters 4, final worst slack 0.0952 ns, Peak VDD IR 0.172 mV, P per Cell Area 323 nW/um2, Routed WL 3920 um, Least-Margin Pin Slew 0.776 ns, vias in the first global route 1232, post-detail-place hpwl 3090 um, area grow syn2layout 60.4%, largest area contributor in the netlist dfxtp_1
[worst max path at each step]
stage,end,slack (ns),cells past startpoint
6_report,CE,0.1,10
4_1_cts,CA,-0.14,10
5_1_grt,CE,-0.04,11
[area by class of cell]
| type | count | area [um2] | share of cell area [%] |
|---|---|---|---|
| Tap cell | 136 | 170 | 7.55 |
| Multi-Input combinational cell | 117 | 911 | 40.4 |
| Sequential cell | 21 | 429 | 19.0 |
| Timing Repair Buffer | 71 | 629 | 27.9 |
| Inverter | 18 | 67.6 | 3.00 |
| Clock inverter | 1 | 5.00 | 0.222 |
| Clock buffer | 3 | 41.3 | 1.83 |
[layout by cell type (no fill, tap or decap), types with 2 or more instances in the layout]
cell type        Yosys  final
clkdlybuf4s50_1      0     27
buf_4                8     26
nor2_1              20     19
dfxtp_1             21     18
inv_1               18     17
dlygate4sd2_1        0     12
xor2_1              11     11
nand2_1             11     10
nand3_1              6      6
ha_1                 8      6
and3_1               5      5
xnor2_1              5      5
nand4_1              5      5
mux2i_1              4      4
nor4_1               3      3
and4_1               3      3
clkbuf_8             1      3
dlymetal6s2s_1       0      3
dfxtp_4              0      2
nand2b_4             0      2
a21oi_1              4      2
a21oi_2              0      2
nor2b_1              2      2
o31ai_4              2      2
o22ai_1              4      2
nor3_1               2      2
a211o_1              2      2
a211oi_1             2      2
buf_2                0      2
[metal layers]
metal	global-route usage, %	vias up	share of wire, %
met5	0	-	0
met4	0.0728	0	0
met3	1.62	0	8.3
met2	7.56	35	43
met1	6.76	622	49
li1	-	699	-
[registers in the layout, indices dropped and copies added (netlist names)]
register,count
SEVEN_SEG.DIGIT_SELECTOR.count,17
SEVEN_SEG.DIGIT_SELECTOR.q,4
[worst max-delay path: cells and delay by family]
| family | cells | cell delay, ns |
|---|---|---|
| adders and majority gates | 1 | 0.19 |
| buffers and inverters | 4 | 0.71 |
| AOI/OAI and AO/OA | 4 | 0.64 |
| and+or+nand+nor | 1 | 0.05 |
[cells by family (layout without fill, tap and decap cells)]
family / Yosys count / count (layout) / share of synthesized area, %
AND/OR/NAND/NOR: 64 / 64 / 23.6
other: 1 / 1 / 0.267
multiplexers: 5 / 5 / 3.65
flip-flops: 21 / 21 / 29.9
adder cells (fa/ha/maj): 8 / 8 / 7.12
XOR/XNOR: 16 / 16 / 9.97
buffers and inverters: 31 / 93 / 11.7
AND-OR/OR-AND: 23 / 23 / 13.8
[timing repair]
action | in CTS | in global routing
resized | 32 | 14
setup endpoints to repair | 7 | 6
buffers inserted | 9 | 0
pin swaps | 9 | 5
[stage by stage]
step / std cells / area, um2 / total power [mW] / TNS [ns]
after floorplan: 169 / 1410 / 0.419 / 0
after global placement: 355 / 2060 / 0.524 / -2.64
after detailed placement: 355 / 2060 / 0.525 / -2.55
after CTS: 368 / 2220 / 0.733 / -0.184
after global routing: 367 / 2250 / 0.776 / -0.0372
final: 367 / 2250 / 0.728 / 0
[report_power, final]
group          internal (mW)  switching, mW
logic                  0.121         0.0855
clock network         0.0989         0.0927
registers              0.312         0.0184
Power and IR drop assume default switching activity.
